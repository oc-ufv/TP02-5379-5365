## run.sh

```bash
#!/bin/bash
# OpenROAD 26Q1-2900-gdf79404cd8, Yosys 0.63+post, stock flow scripts
make -C /OpenROAD-flow-scripts/flow DESIGN_CONFIG=/design/flow/config.mk WORK_HOME=/design/flow/orfs finish
```

## config.mk

```make
export PLATFORM = sky130hd
export DESIGN_NAME = regMemory
export DESIGN_NICKNAME = regMemory
export VERILOG_FILES = /design/flow/design.v
export SDC_FILE = /design/flow/constraint.sdc
export NUM_CORES = 4
export LEC_CHECK = 1
export CORE_UTILIZATION = 40
```

## constraint.sdc

```tcl
current_design regMemory

set clk_period 9.8
set clk_io_pct 0.2

create_clock -name clk0 -period $clk_period

set non_clock_inputs [all_inputs -no_clocks]
set_input_delay [expr $clk_period * $clk_io_pct] -clock clk0 $non_clock_inputs
set_output_delay [expr $clk_period * $clk_io_pct] -clock clk0 [all_outputs]
```

## design.v

```verilog
`timescale 1ns/100ps
module regMemory (
    input regWrite,
    input [4:0] readReg1, readReg2, writeReg, 
    input [31:0] writeData,
    output reg [31:0] readData1, readData2
);
    reg [31:0] registersSet [0:31]; 
    always @(registersSet[0]) begin
        registersSet[0] = 0;
    end
    always @(regWrite or writeData) begin
        if (regWrite == 1) begin
            registersSet[writeReg] <= writeData; 
        end
    end
    always @(readReg1, registersSet[readReg1]) begin
        readData1 <= registersSet[readReg1];
    end
    always @(readReg2, registersSet[readReg2]) begin
        readData2 <= registersSet[readReg2];
    end
endmodule
```

==> run summary <==
flow finished, numbers: status=finished clean, signed area change from the synthesized netlist to the final layout=9.01%, crit path capture type=primary output, type of origin of the critical path=input pin, final design utilization=between 40% and 50%, standard cell with the maximum stage delay on the critical path=sky130_fd_sc_hd__clkdlybuf4s50_1, post-route DRC violation count=0, maximum clock frequency=124 MHz, iteration tally of the first detailed-router pass=8, pin count of the biggest net entering global routing=between 70 and 80, post-CTS setup buffer count=0, die width=around 270 um, Syn Std Cell Area=approximately 29000 sq um, register pins left without a clock=slightly below 1000, Starting Density=40.4%, post-route worst setup slack=roughly 1.7 ns, transition time at the pin with the least slew margin=1.07 ns, total number of vias=between 20000 and 30000, asr flop ratio synth=0%, crit-path cells=clkdlybuf4s50_1 > nor3b_2 > buf_4 > and2_1 > buf_4 > a22oi_1 > nand4_1 > or4_1 > clkdlybuf4s50_1, cell count after synthesis=roughly 3000, Data required, critical path=7.84 ns, ranking of synthesized cells by area=sky130_fd_sc_hd__dlxtn_1 52%, sky130_fd_sc_hd__a22oi_1 14%, sky130_fd_sc_hd__and3_1 3.7%, cell-internal power=0.550 mW, number of buffers and inverters on the critical path=4, Avg Inst Size Synth=9.47 sq um, DIE HEIGHT=271 um, Avg WL per Cell=39.5 um, cell type with the largest total area after synthesis=sky130_fd_sc_hd__dlxtn_1, longest individual stage delay on the worst path=approximately 0.8 ns, startpoint-to-endpoint class of the critical path=input pin to primary output, count of endpoints without a timing constraint=992, RSZ-0062 raised after global routing=no, arrival time worst endpoint=6.13 ns, Antenna Nets Post-Route=0, number of gates given a new drive strength after cts=0, predominant post-synthesis flop cell=sky130_fd_sc_hd__dlxtn_1, Hold Violations, Final=0, tally of unique sky130hd cells used after synthesis=66, final clock period utilization by the worst path=between 80% and 90%, FF+latch count, synth=a little under 1000, ranking of synthesized cells by instance count=992 x sky130_fd_sc_hd__dlxtn_1, 555 x sky130_fd_sc_hd__a22oi_1, 171 x sky130_fd_sc_hd__and3_1, number of logged tool warnings=32, number of flip-flops in the largest register=992, synthesis warning total=2, number of placement rows=98, total power divided by cell area=34.6 nW/um^2, worst vdd rail ir drop=roughly 0.033 mV, number of DRC markers after the initial detailed-route iteration=around 3700, number of buffers inserted for hold repair after clock tree synthesis=0, io pins=112, fraction of final layout cells sized beyond drive strength 1=roughly a tenth, antenna violations before repair=9, Relative slew margins=28.3%, area of the core=71400 sq um, share of the synthesized area in the top cell type=51.6%, Post-Route Setup TNS=0 ns, count of max-cap constraint violations=0, Chip Area, Yosys=28800 sq um, Biggest register=registersSet, Tot Pwr=1.09 mW, first-pass GRT wire length=~220000 um, cell count listed in synth_stat.txt=3046, Placement Setup Slack=1.89 ns, Regs by FF count=registersSet (992), top fanout value on the critical path=23, vias per cell=a little over 7, floorplan die area=73200 sq um, net switching fraction of the power=49.4%, placer's final routability congestion estimate=about 1.0, GRT overflow=0, final period demand of the worst path=~8.1 ns, number of setup violations in the final report=0, EDFF count, synth=0, global router's overall resource usage=44.1%, worst hold path class=input pin to primary output, final tally of max-slew violations=0, sum of net half-perimeters after detailed placement=between 90000 and 100000 um, P_sw=~0.54 mW, via count of the first global-routing pass=28800, reported leakage power=14.0 nW, largest delay contributor family on the critical path=buffers and inverters, drt total wl=158000 um, most used standard cell by instance count after synthesis=sky130_fd_sc_hd__dlxtn_1, count of buffers from port buffering=about 110
-- through the flow --
| step | area, sq um | hold slack, ns | instances |
|---|---|---|---|
| 3_3_place_gp | 31400 | 5.11 | 3999 |
| 5_1_grt | 31400 | 5.14 | 3999 |
| 6_report | 31400 | 5.13 | 4004 |
| 2_1_floorplan | 28800 | 4.23 | 3046 |
| 3_5_place_dp | 31400 | 5.11 | 3999 |
| 4_1_cts | 31400 | 5.11 | 3999 |
-- cell type report --
class	count	area, sq um
Antenna cell	5	12.5
Fill cell	6861	39900
Inverter	12	45.0
Multi-Input combinational cell	1789	13100
Sequential cell	992	14900
Tap cell	950	1190
Timing Repair Buffer	256	2180
-- path summary, 6_finish.rpt --
path	start	cells past startpoint	to	slack [ns]
worst min-delay path	readReg1[4]	6	readData1[10]	5.13
worst max-delay path	readReg2[4]	9	readData2[30]	1.71
-- cells by family after synthesis --
kind of cell / synth area share (%)
muxes: 5.69
buffers and inverters: 3.94
AOI/OAI and AO/OA: 23.7
and+or+nand+nor: 15.1
latches: 51.6
-- power groups by stage --
stage | clock [mW] | sequential [mW] | combinational (mW)
after CTS | 0 | 0.396 | 0.659
after global routing | 0 | 0.421 | 0.705
-- layout by cell type, fill, tap and decap left out, types with 15 or more instances in the layout --
master | netlist | final
sky130_fd_sc_hd__a2111oi_0 | 42 | 42
sky130_fd_sc_hd__a21oi_1 | 61 | 61
sky130_fd_sc_hd__a221oi_1 | 15 | 15
sky130_fd_sc_hd__a222oi_1 | 21 | 21
sky130_fd_sc_hd__a22o_1 | 41 | 41
sky130_fd_sc_hd__a22oi_1 | 555 | 555
sky130_fd_sc_hd__a32oi_1 | 25 | 25
sky130_fd_sc_hd__and2_2 | 0 | 17
sky130_fd_sc_hd__and3_1 | 171 | 171
sky130_fd_sc_hd__buf_4 | 3 | 145
sky130_fd_sc_hd__clkdlybuf4s50_1 | 0 | 105
sky130_fd_sc_hd__dlxtn_1 | 992 | 992
sky130_fd_sc_hd__mux2_2 | 26 | 26
sky130_fd_sc_hd__mux2i_1 | 92 | 92
sky130_fd_sc_hd__mux4_2 | 19 | 19
sky130_fd_sc_hd__nand2_1 | 94 | 63
sky130_fd_sc_hd__nand2_2 | 0 | 31
sky130_fd_sc_hd__nand3_1 | 113 | 113
sky130_fd_sc_hd__nand4_1 | 103 | 103
sky130_fd_sc_hd__nor2_1 | 101 | 81
sky130_fd_sc_hd__nor2_4 | 0 | 17
sky130_fd_sc_hd__o211ai_1 | 22 | 22
sky130_fd_sc_hd__o21ai_0 | 16 | 16
sky130_fd_sc_hd__or3_1 | 16 | 16
sky130_fd_sc_hd__or4_1 | 44 | 44
-- per-layer routing --
layer / vias to the layer above / global-route usage, % / wire length, um
met4: 6 / 22.0 / 10700
li1: 11700 / - / -
met5: - / 0 / 83
met2: 2809 / 60.2 / 64500
met1: 13900 / 57.3 / 57000
met3: 661 / 23.8 / 26100
Power figures rest on the tool's default switching activity, not on a simulated workload.
