File: design.v
`timescale 1ns/100ps
module mux (
    input crtlSignal,
    input [31:0] value1, value2,
    output [31:0] out
);
    assign out = (crtlSignal == 0)? value2 : value1;
endmodule
File: run.sh
#!/bin/bash
# OpenROAD 26Q1-2900-gdf79404cd8, Yosys 0.63+post, stock flow scripts
make -C /OpenROAD-flow-scripts/flow DESIGN_CONFIG=/design/flow/config.mk WORK_HOME=/design/flow/orfs finish
File: config.mk
export PLATFORM = sky130hd
export DESIGN_NAME = mux
export DESIGN_NICKNAME = mux
export VERILOG_FILES = /design/flow/design.v
export SDC_FILE = /design/flow/constraint.sdc
export NUM_CORES = 4
export LEC_CHECK = 1
export CORE_AREA = 10 10 71 71
export DIE_AREA = 0 0 81 81
File: constraint.sdc
current_design mux

set clk_period 1.0
set clk_io_pct 0.2

create_clock -name clk0 -period $clk_period

set non_clock_inputs [all_inputs -no_clocks]
set_input_delay [expr $clk_period * $clk_io_pct] -clock clk0 $non_clock_inputs
set_output_delay [expr $clk_period * $clk_io_pct] -clock clk0 [all_outputs]
==> flow_results.org <==
#+TITLE: Implementation results

** Cells and area
- Synthesis-to-layout area growth :: 184%
- The clock buffers instantiated in the layout total 0.
- Register cell area after layout :: 0 um^2
- At the end of the flow the core is filled with cells to 42.5%.
- Fraction of final layout cells with drive strength greater than 1 :: 52.6%
- The top cell types in the final layout, fill and taps aside, are dlygate4sd2_1 (64), mux2_4 (32), buf_6 (18).
- Top logic cell by instance count in the layout :: dlygate4sd2_1
- Fin area :: 1540 um^2
- The final layout contains a sequential cell count of 0.

** Place
- Weighted congestion reported at the end of routability-driven placement :: 0.849
- For this run the detailed placement stage logged an HPWL of 2500 um.
- Placed inst area :: 1540 um^2
- Post-place setup slack :: -0.506 ns
- The count of buffers added on input and output ports is 97.

** Logic synthesis
- Synthesized area per cell :: 15.1 um^2
- Post-synthesis cell count :: 36
- Summing every instance area after synthesis gives 544 um^2.
- Seq share, synth :: 0%
- Number of unique standard cell types used by synthesis :: 4
- YS chip area :: 544 um^2
- Number of warnings printed during yosys synthesis :: 0
- After synthesis, the design contains 36 cells according to Yosys.

** Drt
- Number of nets with antenna violations after routing :: 0
- First DRT Iteration DRCs :: 1
- Number of vias in the routed layout :: 705
- The detailed router reported a total wirelength of 2890 um.
- Wire length per cell after detailed routing :: 15.8 um
- DRC :: 0
- Before antenna repair, the detailed router went through 2 iterations.
- The number of antenna diodes in the final layout is 0.
- The script logs the ratio of routed vias to standard cells as 3.85.

** Final timing
- At the pin with the least slew margin, the transition time is 0.0640 ns.
- The final timing summary puts the cycle share of the worst path at 108%.
- Final setup margin :: -0.0818 ns
- Final hold violation count :: 0
- Final hold analysis gives a worst-case slack of 0.793 ns.
- Maximum clock rate :: 0.924 GHz
- Setup repair after global routing could not meet its margin everywhere.
- From the final report, the count of setup violators was given as 32.
- Final tally of max-slew violations :: 0
- Min cycle time layout :: 1.08 ns
- Headroom to the max-slew limit came out at 95.7%.

** Floorplanning
- Chip Height :: 81 um
- After floorplanning, the die was sized to cover 6560 um^2.
- Number of standard-cell rows in the floorplan :: 22
- Placeable core area :: 3630 um^2
- The floorplan report gives the top-level pin count as 97.
- According to the floorplan report, the die width is 81 um.
- Initial core utilization :: 15.0%

** Pwr
- Overall power :: 0.601 mW
- In this run the VDD rail shows a maximum IR drop of 0.165 mV.
- The report lists the power per cell area as 390 nW/um^2.
- LEAKAGE :: 0.842 nW

** GRT
- Total overflow reported by the global router :: 0
- The first global-routing pass estimated 4190 um of wire.
- The initial antenna violation count was 0.
- Overall routing resource usage recorded by global route was 8.08%.
- Via count of the first global-routing pass :: 769
- Entering global routing, the biggest net connects 7 pins.

** Run status
- The final reports fail on setup timing.
- The run finished, with violations left.

** Setup path
- The worst setup path is captured at a primary output.
- The required time at the worst endpoint is listed as 0.80 ns.
- For the worst setup path, the data arrival time is 0.88 ns.
- STA classifies the critical path startpoint as a primary input.
- Startpoint-to-endpoint class of the critical path :: primary input to primary output
- Critical-path maximum fanout :: 6

** Clocking
- Hold buffer count at cts :: 0

** Run
- Number of max-cap violations :: 0
- Number of warnings in the stage logs :: 34

** Min path
- The path class of the tightest hold or removal check is primary input to primary output.
worst paths after layout:
path | slack [ns] | depth (start not counted) | to | from
hold / removal | 0.79 | 3 | out[23] | value2[23]
setup / recovery | -0.08 | 4 | out[16] | crtlSignal
final cells by class:
cell class	instances	area (um^2)
well taps	48	60.1
repair buffers	103	1000
multi-input cells	32	480
fillers	379	2090
what timing repair did:
item,in CTS,in global routing
buffers inserted,0,0
hold endpoints to repair,0,0
cloned,4,0
pin swaps,0,0
resized,188,0
endpoints found under the setup margin,32,32
synth_stat cells:
cell / number / area [um^2]
buf_12: 3 / 60.1
buf_6: 1 / 11.3
mux2_2: 2 / 22.5
mux2_4: 30 / 450
critical path: stages:
cell and delay, ns:
buf_12 0.13, buf_16 0.14, mux2_4 0.29, buf_6 0.11
cell families after synthesis:
kind of cell,Yosys count,synth area share [%]
buffers and inverters,4,13.1
multiplexers,32,86.9
metal layers:
metal	track usage [%]	share of wire [%]	vias up
met2	14.4	51	50
met1	9.09	36	316
met3	3.90	13	0
met4	0	0	0
li1	-	-	339
met5	0	0	-
power by group:
part	total [mW]	switching [mW]	internal (mW)
Clock	0	0	0
Combinational	0.601	0.135	0.466
Sequential	0	0	0
metrics by stage:
step	instances	TNS, ns
floorplan	36	0
global placement	179	-15.38
detailed placement	179	-15.47
CTS	183	-2.60
global route	183	-3.03
finish	183	-2.37
No activity file was given, so power comes from the tool's default toggle rates.
