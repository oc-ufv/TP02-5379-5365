**./config.mk**
```make
export PLATFORM = sky130hd
export DESIGN_NAME = add
export DESIGN_NICKNAME = add
export VERILOG_FILES = /design/flow/design.v
export SDC_FILE = /design/flow/constraint.sdc
export NUM_CORES = 4
export LEC_CHECK = 1
export CORE_AREA = 10 10 85 85
export DIE_AREA = 0 0 95 95
```
**./constraint.sdc**
```tcl
current_design add

set clk_period 18.1
set clk_io_pct 0.2

create_clock -name clk0 -period $clk_period

set non_clock_inputs [all_inputs -no_clocks]
set_input_delay [expr $clk_period * $clk_io_pct] -clock clk0 $non_clock_inputs
set_output_delay [expr $clk_period * $clk_io_pct] -clock clk0 [all_outputs]
```
**./design.v**
```verilog
`timescale 1ns/100ps
module add (
    input [31:0] value1, value2,
    output [31:0] out
);
assign out = value1 + value2;
endmodule
```
**./run.sh**
```bash
#!/bin/bash
# OpenROAD 26Q1-2900-gdf79404cd8, Yosys 0.63+post, stock flow scripts
make -C /OpenROAD-flow-scripts/flow DESIGN_CONFIG=/design/flow/config.mk WORK_HOME=/design/flow/orfs finish
```
==> results.cfg <==
; generated from flow reports
[route]
drc = 0
viasPerCell = 5.12
wl_per_cell_um = 14.3
via_count = 2039
diodes = 0
drt-total-wl_mm = 5.70
drt_pass1_iterations = 4
ant_nets = 0
drtIter0Drc = 46

[logic_synthesis]
aoi_share_pct = 39.3
ys_sh_adder_pct = 23.4
ys_sh_simple_pct = 18.3
synthMuxAreaShare_pct = 1.15
logic_family = AND-OR/OR-AND gates
ys_sh_xor_pct = 14.1
postSynthAreaPerCell_um2 = 7.24
synth_chip_area_mm2 = 0.00174
ys_seq_share_pct = 0
yosys_cells = 241
ys_types = 50
syn_inst = 241
ys_warn_count = 0
netlist_area_mm2 = 0.00174

[floorplanning]
chipArea_mm2 = 0.00903
core-area_mm2 = 0.00547
die_height_um = 95
fp_util_pct = 31.9
io_pins = 96
rows = 27
fp.dieW_um = 95

[critical_path]
cp.arrival_ns = 6.55
worstPathRequired_ns = 14.48
path_buffers = 2
path_class = input pin to primary output
cp_slowest_stage_delay_ns = 0.50
critPathSlowestCell = clkdlybuf4s50_1
cp-start-kind = input pin
crit_family = AND-OR/OR-AND gates
crit_top_cell = clkdlybuf4s50_1
cp-end-kind = primary output
cp_max_fo = 4
worstPathCellList = clkdlybuf4s50_1, ha_1, fa_1, a21o_1, a31o_2, nand3_1, o221ai_1, a311oi_1, o21bai_1, xor2_1, clkdlybuf4s50_1
cp.depth = 11

[grt]
antenna_found_initial = 0
grt_max_degree = 11
grtUsageTotal_pct = 12.4
grt_pass1_vias = 2015
grt_first_pass_wirelength_mm = 9.49
grt_overflow_total = 0

[worst_hold_path]
whs_path_depth = 3
hold_class = input pin to primary output
hp-start = value2[0]
whs_endpoint = out[0]

[timing]
post-route-period-util_pct = 56.2
final.min_clock_period_ns = 10.17
relSlewSlack_pct = 62.2
final_max_slew_viol_count = 0
tightest_slew_ns = 0.552
finalSetupTns_ns = 0
rsz0062_at_grt = no
setup_viol_count_final = 0
hold_viol = 0
max_freq_ghz = 0.0983

[placed_design]
io_buffers = 96
postPlaceCellArea_mm2 = 0.00275
place_congestion = 0.888
dp.final_hpwl_mm = 5.05
placedCellCount = 398

[layout]
ff_count = 0
layout.cells.non_filler = 398
layout_top_cells = 96 x clkdlybuf4s50_1, 31 x ha_1, 29 x a21oi_1
drive_gt1_share_pct = 3.07
combGateArea_mm2 = 0.00168
layout_top_cell = clkdlybuf4s50_1
finalInstanceArea_mm2 = 0.00275
nClkBuffers = 0
num-fill-cells = 571
seq_area_um2 = 0
fin_util_pct = 50.3
syn_to_final_growth_pct = 57.7

[pwr]
irDropWorstVdd_v = 0.0000171
finalPower_uw = 106
leakage_nw = 1.18
power_density_mw_per_mm2 = 38.6

[run_status]
status = finished, final reports clean

[job]
log.warning_count = 32
cap_violations = 0

[cts]
ctsHoldBuffers = 0
postCtsSetupBuffers = 0
ctsResizeCount = 0
-- through the flow --
stage	hold WS [ns]	setup WS (ns)
3_3_place_gp	8.28	7.96
5_1_grt	8.33	7.67
6_report	8.28	7.93
3_5_place_dp	8.29	7.92
4_1_cts	8.28	7.91
2_1_floorplan	7.31	9.03
-- per-layer routing --
| layer | routed length [µm] | vias up | GRT usage, % | part of all wire [%] |
|---|---|---|---|---|
| met5 | 0 | - | 0 | 0 |
| met4 | 22 | 0 | 0.499 | 0.39 |
| met3 | 413 | 2 | 2.64 | 7.2 |
| met2 | 2460 | 56 | 20.3 | 43 |
| met1 | 2800 | 887 | 17.1 | 49 |
| li1 | - | 1094 | - | - |
-- worst max-delay path by stage --
stage	end	from
CTS	out[26]	value1[0]
global route	out[26]	value1[0]
finish	out[26]	value1[0]
-- synthesized netlist by cell type (all sizes together) (2+ instances only) --
library cell,n,share of area [%]
a211oi,3,1.3
clkbuf,8,1.7
mux2i,2,1.1
o211ai,3,1.3
nor2,12,2.6
o21a,2,0.86
nand2,18,3.9
nand4,8,2.9
o311ai,2,1.0
o21ai,15,4.5
a31oi,3,1.1
a21o,19,8.2
inv,6,1.3
o21bai,5,2.8
buf,3,0.79
o221ai,2,1.0
ha,31,22
nand2b,2,0.72
nor3,4,1.1
or2,3,1.1
xor2,15,7.5
a21oi,29,8.3
a311oi,3,2.5
xnor2,13,6.5
nand3,10,2.9
-- area by class of cell --
cell class                      instances  area share (%)
Inverter                                6           0.819
Multi-Input combinational cell        224            61.0
Tap cell                               72            3.27
Timing Repair Buffer                   96            34.9
-- kinds of logic after synthesis --
group                      Yosys count
adders and majority gates           32
AOI/OAI and AO/OA                   97
xor gates and xnor gates            28
and+or+nand+nor                     65
muxes                                2
buffers and inverters               17
-- power breakdown --
part	switching, mW	total, mW	internal (mW)
combinational	0.0420	0.106	0.0643
clock	0	0	0
sequential	0	0	0
-- tightest hold or removal path, cell delays in order --
cell	delay, ns
clkdlybuf4s50_1	0.46
ha_1	0.12
clkdlybuf4s50_1	0.46
No activity file was given, so power comes from the tool's default toggle rates.
